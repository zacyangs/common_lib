## /design/flow/design.v

```verilog
module relay_station_1 #(
    parameter DATA_WIDTH = 8
)(
    input   clk,
    input   rst,
    output  reg                 ready_s,
    input                       valid_s,
    input   [DATA_WIDTH-1:0]    data_s,
    input                       ready_m,
    output  reg                 valid_m,
    output  reg [DATA_WIDTH-1:0]data_m
);
localparam EMPTY = 0;
localparam FULL = 1;
reg state, next_state;
wire write, read;
wire ready_s_clr;
wire ready_s_set;
wire valid_m_clr;
wire valid_m_set;
assign write = ready_s && valid_s;
assign read  = ready_m && valid_m;
assign ready_s_clr = (state == EMPTY) && write;
assign ready_s_set = (state == FULL)  && read;
assign valid_m_clr = ready_s_set;
assign valid_m_set = ready_s_clr;
always@(posedge clk)
begin
    if(rst)
        state <= EMPTY;
    else 
        state <= next_state;
end
always@(*)
begin
    next_state = state;
    case(state)
        EMPTY : if(write) next_state = FULL;
        FULL  : if(read)  next_state = EMPTY;
    endcase
end
always@(posedge clk) begin
    data_m <= data_s;
end
always@(posedge clk) begin
    if(rst)
        valid_m <= 1'b0;
    else 
        valid_m <= (valid_m && !valid_m_clr) || valid_m_set;
end
always@(posedge clk)
begin
    if(rst)
        ready_s <= 1'b1;
    else 
        ready_s <= (ready_s && !ready_s_clr) || ready_s_set;
end
endmodule
```

## /design/flow/run.sh

```bash
#!/bin/bash
# OpenROAD 26Q1-2900-gdf79404cd8, Yosys 0.63+post, stock flow scripts
make -C /OpenROAD-flow-scripts/flow DESIGN_CONFIG=/design/flow/config.mk WORK_HOME=/design/flow/orfs finish
```

## /design/flow/config.mk

```make
export PLATFORM = sky130hd
export DESIGN_NAME = relay_station_1
export DESIGN_NICKNAME = relay_station_1
export VERILOG_FILES = /design/flow/design.v
export SDC_FILE = /design/flow/constraint.sdc
export NUM_CORES = 4
export LEC_CHECK = 1
export CORE_AREA = 10 10 70 70
export DIE_AREA = 0 0 80 80
```

## /design/flow/constraint.sdc

```tcl
current_design relay_station_1

set clk_period 1.2
set clk_io_pct 0.2

create_clock -name clk0 -period $clk_period [get_ports {clk}]

set non_clock_inputs [all_inputs -no_clocks]
set_input_delay [expr $clk_period * $clk_io_pct] -clock clk0 $non_clock_inputs
set_output_delay [expr $clk_period * $clk_io_pct] -clock clk0 [all_outputs]
```

==> results.yml <==
# synthesis and place-and-route metrics
status:
  run_status: "completed"
synth:
  syn_area_sq_um: 281.5
  netlist_instances: 19
  topCellsByArea: "dfxtp_1, a21bo_1, a21bo_2"
  synth_flops: 11
  yosys_area_sq_um: 281.5
  yosysSeqAreaShare_pct: 78.22
  synth_area_per_cell_sq_um: 14.82
  synth_area_leader_cell: "dfxtp_1"
  top_cell: "dfxtp_1"
  synth_async_sr_flop_share_pct: 0
  yosysCellCount: 19
  edf_count: 0
  synth-main-ff-cell: "dfxtp_1"
  synth_cell_type_count: 9
  synthDominantCellAreaShare_pct: 78.22
  ys_warn_count: 1
placed_design:
  dpl.hpwl_um: 632.7
  place.gp.congestion: 0.7317
  placed_cell_area_sq_um: 549.3
  port_buffers: 21
  place_worst_setup_slack_ns: 0.1055
floorplan:
  fp.dieW_um: 80
  floorplanUtilization_pct: 8.242
  die_h_um: 80
  die_area_sq_um: 6400
  core_sq_um: 3416
  num_rows: 21
  io_pins: 22
worst_setup_path:
  reg2reg_depth: 3
  criticalPathCategory: "reg2out"
  cp_max_fo: 2
  reg2reg_from: "valid_m$_SDFF_PP0_"
  cpPeakStageDelay_ns: 0.32
  required_ns: 0.96
  critPathLaunchType: "register"
  cp_cell_sequence: "dlygate4sd2_1"
  end_kind: "output pin"
  cp_num_buf_inv: 1
  cp.arrival_ns: 0.81
  rr_endpoint: "valid_m$_SDFF_PP0_"
  rrSetupSlack_ns: 0.38
  cp_top_family: "flip-flops"
  cp_slowest_cell: "dfxtp_2"
layout:
  comb_area_sq_um: 61.31
  area_growth_pct: 106.7
  final_area_sq_um: 581.8
  regArea_sq_um: 222.7
  nFillCells: 390
  drive_gt1_share_pct: 21.74
  post-route-util_pct: 17.03
route:
  wirelength_um: 780
  ant_nets: 0
  drc: 0
  route.detailed.wl_per_inst_um: 8.478
  diodes: 0
  detail_route.vias_per_cell: 2.565
  drt_first_pass_iters: 2
  first_iter_violations: 1
  vias: 236
timing:
  fmax_ghz: 0.9499
  hold_slack_ns: 0.4123
  drv_slew: 0
  skew_ns: 0.0001038
  hold_violations: 0
  min_period_over_period_pct: 87.73
  timing.final.ws_setup_ns: 0.1473
  worst_pin_slew_ns: 0.1504
  slew_headroom_pct: 89.96
  finalSetupViolations: 0
  min_period_ns: 1.053
  finalSetupTns_ns: 0
  rsz0062_at_grt: "false"
grt:
  use_met1_pct: 2.628
  use_met3_pct: 3.864
  use_met2_pct: 2.648
  grt_pass1_wl_um: 1248
  grt.total_usage_pct: 2.513
  grt_max_degree: 8
  grt.busiest_layer: "met3"
  gr-total-overflow: 0
  first_global_vias: 289
  grt_antenna_before_repair: 0
power:
  leakage_nw: 0.2391
  power_density_nw_per_um2: 1274
  irDropWorstVdd_mv: 0.5706
worst_hold_path:
  min_path_type: "in2reg"
  hold_path_depth: 1
  worstHoldEndpoint: "data_m[2]$_DFF_P_"
  min-delay-start: "data_s[2]"
clocking:
  cts_max_level: 1
  cts.sinks: 11
  cts_made_buffers: 3
  clockBufferDepth: 2
  clkTransAtPathRegs_ns: 0.07
  clockRootBuffer: "clkbuf_4"
  cts_tree: "done"
  insertion_delay_ns: 0.26
job:
  openroad.warnings: 25
  maxCapViolCount: 0
## layout by cell type (no fill, tap or decap), drive strengths merged
cell type and n:
a21oi 2, buf 2, clkdlybuf4s50 11, clkbuf 3, nand3b 1, o21bai 1, a21bo 2, nor2b 1
dlygate4sd2 10, dfxtp 11, clkinv 1, a31oi 1
## per-layer routing
layer  vias up  share of wire, %
met5         -                 0
met4         0              0.51
met3         2                27
met2        21                25
met1        94                47
li1        119                 -
## registers in the layout, summed over array words and instances, names as in the netlist
signal and count:
state 1, data_m 8, ready_s 1, valid_m 1
## metrics by stage
| stage | std cells | total power, mW |
|---|---|---|
| final | 92 | 0.7413 |
| after global routing | 92 | 0.8002 |
| after detailed placement | 86 | 0.5064 |
| after floorplan | 19 | 0.4235 |
| after CTS | 92 | 0.7624 |
| after global placement | 86 | 0.5058 |
## worst max path at each step
stage	from	end	slack, ns	depth (start not counted)
global route	valid_m$_SDFF_PP0_	valid_m	0.09	1
finish	valid_m$_SDFF_PP0_	valid_m	0.15	1
CTS	valid_m$_SDFF_PP0_	valid_m	0.12	1
## logic make-up after synthesis
| family | Yosys count | share of synthesized area, % |
|---|---|---|
| AND/OR/NAND/NOR | 2 | 4.891 |
| AND-OR/OR-AND | 6 | 16.89 |
| flip-flops | 11 | 78.22 |
## layout make-up
type | instances | area share [%]
flip-flops and latches | 11 | 38.28
clock inverters | 1 | 0.8602
multi-input cells | 8 | 10.54
repair buffers | 23 | 36.56
well taps | 46 | 9.892
clock buffers | 3 | 3.871
## timing repair
action / CTS / global route
gates resized: 12 / 0
setup buffers: 2 / 0
hold buffers: 0 / 0
setup endpoints to repair: 10 / 0
## report_power, final
group / switching [mW] / leakage, nW / internal [mW]
sequential: 0.00916 / 0.0926 / 0.390
clock: 0.126 / 0.0177 / 0.123
combinational: 0.0220 / 0.129 / 0.0713
Power figures rest on the tool's default switching activity, not on a simulated workload.
