$ cat design/flow/run.sh
#!/bin/bash
# OpenROAD 26Q1-2900-gdf79404cd8, Yosys 0.63+post, stock flow scripts
make -C /OpenROAD-flow-scripts/flow DESIGN_CONFIG=/design/flow/config.mk WORK_HOME=/design/flow/orfs finish
$ cat design/flow/config.mk
export PLATFORM = sky130hd
export DESIGN_NAME = relay_station_2
export DESIGN_NICKNAME = relay_station_2
export VERILOG_FILES = /design/flow/design.v
export SDC_FILE = /design/flow/constraint.sdc
export NUM_CORES = 4
export LEC_CHECK = 1
export CORE_AREA = 10 10 100 100
export DIE_AREA = 0 0 110 110
$ cat design/flow/constraint.sdc
current_design relay_station_2

set clk_period 3.2
set clk_io_pct 0.2

create_clock -name clk0 -period $clk_period [get_ports {clk}]

set non_clock_inputs [all_inputs -no_clocks]
set_input_delay [expr $clk_period * $clk_io_pct] -clock clk0 $non_clock_inputs
set_output_delay [expr $clk_period * $clk_io_pct] -clock clk0 [all_outputs]
$ cat design/flow/design.v
module relay_station_2 #(
    parameter DATA_WIDTH = 8
)(
    input   clk,
    input   rst,
    output  reg                 ready_s,
    input                       valid_s,
    input   [DATA_WIDTH-1:0]    data_s,
    input                       ready_m,
    output                      valid_m,
    output  [DATA_WIDTH-1:0]    data_m
);
localparam EMPTY = 0;
localparam HALF  = 1;
localparam FULL  = 2;
reg [1:0] state, next_state;
reg valid_aux, valid_main;
reg [DATA_WIDTH-1:0] data_aux, data_main;
wire write, read;
wire load, unload;
wire fill, flush;
wire flow;
assign write = ready_s && valid_s;
assign read  = ready_m && valid_m;
assign load     = state == EMPTY &&  write && !read;
assign unload   = state == HALF  && !write &&  read;
assign flow     = state == HALF  &&  write &&  read;
assign fill     = state == HALF  &&  write && !read;
assign flush    = state == FULL  && !write &&  read;
always @(posedge clk)
begin
    if(rst)
        state <= EMPTY;
    else 
        state <= next_state;
end
always@(*)
begin
    next_state = state;
    case(state)
        EMPTY : if(load) next_state = HALF;
        HALF  : 
            if(unload) next_state = EMPTY;
            else if(fill) next_state = FULL;
        FULL : if(flush) next_state = HALF;
    endcase
end
always@(posedge clk)
begin
    if(rst)
        valid_main = 0;
    else if(load || flow)
        valid_main <= 1'b1;
    else if(unload)
        valid_main <= 1'b0;
end
always@(posedge clk)
begin
    if(load||flow) data_main <= data_s;
    else if(flush) data_main <= data_aux;
end
always@(posedge clk)
begin
    if(rst)
        valid_aux = 0;
    else if(fill)
        valid_aux <= 1'b1;
    else if(flush)
        valid_aux <= 1'b0;
end
always@(posedge clk)
begin
    if(fill) data_aux <= data_s;
end
always@(posedge clk)
begin
    if(rst)
        ready_s <= 1'b1;
    else
        ready_s <= (ready_s && !fill) || flush;
end
assign valid_m = valid_main;
assign data_m = data_main;
endmodule
==> results.py <==
# Physical implementation metrics
metrics = {
    "sta": {
        "fin_skew_ns": 0.00341,
        "fin_setup_tns_ns": 0,
        "hold_violations": 0,
        "rsz0062_at_grt": "no",
        "finalMaxSlewViolations": 0,
        "worstMarginPinSlew_ns": 0.644,
        "min_period_over_period_pct": 66.0,
        "fmax_mhz": 473,
        "slew_headroom_pct": 56.9,
        "period_needed_ns": 2.11,
        "final-setup-viol-count": 0,
    },
    "hold_path": {
        "hold_class": "register to register",
    },
    "grt": {
        "grt_max_degree": 13,
        "antenna_found_initial": 0,
        "first_global_vias": 535,
        "grt-ovfl-total": 0,
        "grtUsageTotal_pct": 2.91,
        "grt_pass1_wl_mm": 2.70,
    },
    "yosys": {
        "top_area_cell": "edfxtp_1",
        "post-synth-top-count-cell": "edfxtp_1",
        "ys_ff": 21,
        "avgSynthCellArea_um2": 14.9,
        "async_reset_ff_share_pct": 0,
        "ys_seq_share_pct": 68.4,
        "syn_area_um2": 848,
        "yosysChipArea_um2": 848,
        "synth_cells": 57,
        "ys_cells": 57,
        "yosysWarnings": 1,
        "top_cell_area_share_pct": 56.6,
        "edf_count": 16,
        "synthTopCellsByArea": "edfxtp_1, dfxtp_1, mux2_2",
        "synth.top_cells.by_count": "edfxtp_1, mux2_2, dfxtp_1",
        "synth-main-ff-cell": "edfxtp_1",
        "ys_types": 21,
    },
    "worst_setup_path": {
        "regToRegSetupSlack_ns": 1.62,
        "worst_ep_arrival_time_ns": 2.12,
        "crit_path_end_kind": "register",
        "required_ns": 3.20,
        "crit_family": "buffers and inverters",
        "cp-start-kind": "input pin",
        "worstPathCellList": "clkdlybuf4s50_1 -> a21boi_1 -> o21bai_4 -> mux2_2",
        "cp_slowest_cell": "clkdlybuf4s50_1",
        "crit_type": "input pin to register",
        "critical_path.max_fanout": 9,
        "path_buffers": 1,
        "max_stage_delay_ns": 0.61,
    },
    "clock_network": {
        "cts_resized": 0,
        "root_buffer": "clkbuf_8",
        "cts_made_buffers": 3,
        "worstSkewPairLatency_ns": 0.25,
        "cts.sinks": 21,
        "clk_path_buf_depth": 2,
        "cts_hold_buf": 0,
        "clk_pin_slew_ns": 0.07,
        "cts_max_level": 1,
        "cts_tree": "yes",
        "postCtsSetupRepairBufs": 0,
    },
    "route": {
        "drtAntennaViolNets": 0,
        "vias_per_cell": 2.89,
        "drc": 0,
        "drt-total-wl_mm": 1.80,
        "drt_iter0_drc": 7,
        "route.vias.total": 532,
        "routedWlPerCell_um": 9.79,
        "drtPass1Iterations": 4,
        "diodes": 0,
    },
    "final_layout": {
        "areaGrowthSynthToFinish_pct": 45.3,
        "drive_gt1_share_pct": 22.0,
    },
    "placed_design": {
        "port_buffers": 21,
        "gp_congestion": 0.741,
        "hpwlAfterDp_mm": 1.40,
    },
    "power_and_ir_drop": {
        "finalPower_uw": 575,
        "p_leak_uw": 0.000396,
        "powerDensity_nw_per_um2": 467,
        "peakVddDrop_mv": 0.212,
    },
    "run_status": {
        "outcome": "complete, no violations",
    },
    "floorplan": {
        "die_y_um": 110,
        "core_area_um2": 7810,
        "initial_utilization_pct": 10.9,
        "fp-row-count": 32,
        "ioPinCount": 22,
        "die_area_um2": 12100,
        "fp.dieW_um": 110,
    },
    "run": {
        "tool_warnings": 25,
        "maxCapViolCount": 0,
    },
}
==> flip-flops by register name, summed over array words and instances, names as in the netlist <==
register / flops
data_aux: 8
data_main: 8
state: 3
ready_s: 1
valid_main: 1
==> final cells by class <==
| type | count | area (um2) |
|---|---|---|
| flip-flops and latches | 21 | 581 |
| clock inverters | 1 | 5.00 |
| repair buffers | 21 | 210 |
| inverters | 1 | 3.75 |
| fillers | 858 | 6580 |
| well taps | 102 | 128 |
| multi-input cells | 35 | 264 |
| clock buffers | 3 | 41.3 |
==> worst register-to-register path, stage by stage, from the launching register on <==
cell      delay [ns]
dfxtp_1         0.46
a21boi_1        0.17
o21bai_4        0.30
mux2_2          0.39
==> metal layers <==
layer	up-vias	part of all wire [%]	GRT usage, %	wire length [um]
met5	-	0	0	0
met4	0	0	0.0929	0
met3	0	11	1.70	200
met2	25	40	3.98	714
met1	235	49	4.12	886
li1	272	-	-	-
==> cells in the final DEF (no fill, tap or decap) <==
master	n
a21boi_1	1
a21oi_1	4
a22oi_1	1
a31o_2	1
a31oi_1	3
and3_1	1
and3_4	1
and4_2	1
clkbuf_8	3
clkdlybuf4s50_1	21
clkinv_2	1
dfxtp_1	5
edfxtp_1	16
inv_1	1
mux2_2	8
nand2_1	3
nand2_2	1
nand2b_1	1
nand3_1	2
nand4_1	1
nor2_1	1
o21ai_0	3
o21bai_4	1
or2_2	1
==> final timing paths <==
check                           from                     end  depth (start not counted)
max                          ready_m  data_main[4]$_DFFE_PP_                          4
min                 state[1]$_DFF_P_        state[1]$_DFF_P_                          2
min reg2reg         state[1]$_DFF_P_        state[1]$_DFF_P_                          2
max reg2reg  valid_main$_SDFFE_PP0P_  data_main[4]$_DFFE_PP_                          3
==> metrics by stage <==
stage               setup slack, ns  area, um2  hold slack (ns)  cells  util (%)
floorplan                      1.56        848            0.471     57         -
global placement              0.870       1190            0.506    180      15.2
detailed placement            0.845       1190            0.511    180      15.2
CTS                            1.11       1230            0.524    184      15.8
global route                  0.977       1230            0.560    184      15.8
finish                         1.09       1230            0.526    184      15.8
==> cells by family after synthesis <==
| logic type | synth area share [%] |
|---|---|
| and+or+nand+nor | 9.15 |
| AOI/OAI and AO/OA | 11.4 |
| muxes | 10.6 |
| buffers and inverters | 0.442 |
| DFF | 68.4 |
==> report_power, final <==
| group | internal (uW) | leakage [uW] | switching (uW) |
|---|---|---|---|
| clock network | 86.5 | 0.0000255 | 79.9 |
| logic | 50.2 | 0.000181 | 31.0 |
| registers | 316 | 0.000190 | 11.7 |
No activity file was given, so power comes from the tool's default toggle rates.
