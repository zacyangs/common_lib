[/design/flow/constraint.sdc]
current_design skid_buffer

set clk_period 2.3
set clk_io_pct 0.2

create_clock -name clk0 -period $clk_period [get_ports {clk}]

set non_clock_inputs [all_inputs -no_clocks]
set_input_delay [expr $clk_period * $clk_io_pct] -clock clk0 $non_clock_inputs
set_output_delay [expr $clk_period * $clk_io_pct] -clock clk0 [all_outputs]
[/design/flow/run.sh]
#!/bin/bash
# OpenROAD 26Q1-2900-gdf79404cd8, Yosys 0.63+post, stock flow scripts
make -C /OpenROAD-flow-scripts/flow DESIGN_CONFIG=/design/flow/config.mk WORK_HOME=/design/flow/orfs finish
[/design/flow/config.mk]
export PLATFORM = sky130hd
export DESIGN_NAME = skid_buffer
export DESIGN_NICKNAME = skid_buffer
export VERILOG_FILES = /design/flow/design.v
export SDC_FILE = /design/flow/constraint.sdc
export NUM_CORES = 4
export LEC_CHECK = 1
export CORE_AREA = 10 10 70 70
export DIE_AREA = 0 0 80 80
[/design/flow/design.v]
module skid_buffer#(
    parameter DATA_WIDTH = 8
)(
    input   clk,
    input   rst,
    output  reg ready_s,
    input   valid_s,
    input   [DATA_WIDTH-1:0]data_s,
    input   ready_m,
    output  reg valid_m,
    output  [DATA_WIDTH-1:0]data_m
);
reg [DATA_WIDTH-1:0] data_r [1:0];
always@(posedge clk)
begin
    if(rst)
        ready_s <= 1'b0;
    else 
        ready_s <= !valid_m && !ready_s || valid_m && ready_m;
    if(rst)
        valid_m <= 1'b0;
    else if(valid_s && ready_s) begin
        valid_m <= 1'b1;
        data_r[0] <= data_s;
    end
    else if(ready_m)
        valid_m <= 1'b0;
end
assign data_m  = data_r[0];
endmodule
==> run_results.csv <==
group,metric,value,unit
grt,antenna_found_initial,0,
final_timing,fin_ws,0.742,ns
clock_tree,clkTransAtPathRegs,0.06,ns
clock_tree,cts_hold_buf,0,
critical_path,endpoint,"valid_m",
critical_path,crit_cells,1,
yosys,numSynthFlops,10,
critical_path,cp_num_buf_inv,1,
detailed_routing,n_antenna_cell,0,
critical_path,cp.arrival,1.10,ns
critical_path,r2r-start,"ready_s",
yosys,synth_area,318,µm²
clock_tree,numCtsBuffers,3,
placed_design,io_buffers,21,
clock_tree,htree_num_levels,1,
clock_tree,ctsLongestPathBuffers,2,
detailed_routing,num_vias,226,
yosys,synth.distinct_cells,8,
job,warnings,25,
final_timing,tns,0,ns
critical_path,cp_slowest_cell,"clkdlybuf4s50_1",
clock_tree,clock_latency,0.25,ns
clock_tree,tritoncts,"built",
cells_and_area,layout.area.comb,37.5,µm²
cells_and_area,lay_top_count,"clkdlybuf4s50_1",
placed_design,dp_worst_setup_slack,0.728,ns
floorplanning,die_h,80,µm
clock_tree,cts_resized,0,
detailed_routing,ant_nets,0,
final_timing,finalHoldViolations,0,
cells_and_area,final-seq-area,280,µm²
clock_tree,postCtsSetupBuffers,0,
yosys,ys_cells,17,
yosys,synthCells,17,
critical_path,worstPathCellList,"clkdlybuf4s50_1",
critical_path,path_max_fanout,4,
hold_path,hold_class,"register to register",
floorplanning,chipArea,6400,µm²
final_timing,tightest_slew,0.122,ns
pwr,p_per_area,585,nW/µm²
cells_and_area,syn2layout_area_growth,94.9,%
yosys,syn_area_per_cell,18.7,µm²
grt,grt_max_degree,9,
critical_path,r2r_slack,1.32,ns
placed_design,place.gp.congestion,0.742,
critical_path,critical-path-top-delay-family,"buffers and inverters",
critical_path,cp-start-kind,"register",
grt,grt_pass1_vias,239,
critical_path,critPathKind,"register to output pin",
cells_and_area,mostFrequentLayoutCells,"clkdlybuf4s50_1 (21), edfxtp_1 (8), clkbuf_4 (3)",
final_timing,fmax,642,MHz
critical_path,critical_path.endpoint_type,"output pin",
final_timing,slew_violations,0,
clock_tree,clock_sinks,10,
grt,grt_first_pass_wirelength,1180,µm
detailed_routing,wire_per_inst,9.43,µm
detailed_routing,viasPerCell,2.54,
cells_and_area,n_fill_cell,388,
critical_path,crit_start,"valid_m",
floorplanning,coreArea,3420,µm²
clock_tree,cts_root_buffer,"clkbuf_4",
floorplanning,ios,22,
pwr,ir_worst_vdd,0.279,mV
floorplanning,fp-utilization,9.30,%
grt,grtUsageTotal,2.63,%
final_timing,max_slew_margin,91.9,%
critical_path,cp_data_required_time,1.84,ns
critical_path,slowest_delay,0.48,ns
yosys,ys_seq_share,88.2,%
final_timing,period_needed,1.56,ns
detailed_routing,drt_iter0_drc,11,
yosys,ys_area,318,µm²
final_timing,setup_viol,0,
cells_and_area,drive_above_1_share,11.6,%
floorplanning,rows,21,
status,status,"completed",
grt,overflow,0,
detailed_routing,wl,839,µm
placed_design,place_hpwl,739,µm
detailed_routing,drc,0,
job,maxCapViolCount,0,
final_timing,rsz0062_at_grt,"no",
yosys,ys_warn_count,2,
detailed_routing,dr.pass1.iters,2,
final_timing,fin_skew,0.00260,ns
pwr,cellLeakagePower,0.203,nW
final_timing,finalCritPeriodShare,67.7,%
floorplanning,chipWidth,80,µm
critical_path,ff2ff_path_depth,3,
critical_path,reg2reg_to,"data_r[0][0]",
-- flip-flops by register name (all words and copies together) (netlist names) --
signal	cells
ready_s	1
data_r	8
valid_m	1
-- area by class of cell --
class,instances,area share [%]
flip-flops and latches,10,45.3
repair buffers,22,35.2
well taps,46,9.29
multi-input cells,7,6.06
clock buffers,4,4.24
-- synthesized netlist by cell type --
| master | instances | share of area, % |
|---|---|---|
| nor2_1 | 1 | 1.2 |
| a21oi_2 | 1 | 2.8 |
| dfxtp_1 | 2 | 13 |
| edfxtp_1 | 8 | 76 |
| or2_1 | 1 | 2.0 |
| nand2b_1 | 1 | 2.0 |
| a21oi_1 | 1 | 1.6 |
| nand2_1 | 2 | 2.4 |
-- routing by layer --
metal / vias up / track usage, % / wire, µm / share of wire, %
met2: 21 / 2.89 / 263 / 31
met5: - / 0 / 0 / 0
li1: 113 / - / - / -
met1: 92 / 2.42 / 306 / 36
met4: 0 / 0.176 / 0 / 0
met3: 0 / 4.55 / 268 / 32
-- kinds of logic after synthesis --
family           count (synthesis)  synth area share (%)
AND-OR/OR-AND                    2                  4.33
flip-flops                      10                  88.2
AND/OR/NAND/NOR                  5                  7.48
-- worst min-delay path by stage --
| stage | startpoint | end | slack [ns] | cells after the start |
|---|---|---|---|---|
| finish | valid_m | ready_s | 0.50 | 2 |
| CTS | valid_m | ready_s | 0.50 | 2 |
| global route | valid_m | ready_s | 0.53 | 2 |
-- report_power, final --
| part | switching [mW] | internal [mW] | leakage (nW) |
|---|---|---|---|
| logic | 0.00858 | 0.0296 | 0.0990 |
| clock network | 0.0516 | 0.0666 | 0.0150 |
| registers | 0.00305 | 0.203 | 0.0895 |
| total | 0.0633 | 0.299 | 0.203 |
-- per-stage QoR --
step | instances | power (mW) | hold WS, ns | util, % | cell area, µm²
global route | 89 | 0.386 | 0.530 | 18.1 | 619
global placement | 85 | 0.248 | 0.481 | 17.4 | 593
floorplan | 17 | 0.214 | 0.443 | - | 318
finish | 89 | 0.362 | 0.495 | 18.1 | 619
CTS | 89 | 0.369 | 0.502 | 18.1 | 619
detailed placement | 85 | 0.248 | 0.487 | 17.4 | 593
Power and IR drop assume default switching activity.
